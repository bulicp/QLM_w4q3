`/design/flow/config.mk`:
```
export PLATFORM = sky130hd
export DESIGN_NAME = mult_top
export DESIGN_NICKNAME = mult_top
export VERILOG_FILES = /design/flow/design.v
export SDC_FILE = /design/flow/constraint.sdc
export NUM_CORES = 4
export LEC_CHECK = 1
export CORE_AREA = 10 10 96 96
export DIE_AREA = 0 0 106 106
```
`/design/flow/constraint.sdc`:
```
current_design mult_top

set clk_period 5.5
set clk_io_pct 0.2

create_clock -name clk0 -period $clk_period [get_ports {clk}]

set non_clock_inputs [all_inputs -no_clocks]
set_input_delay [expr $clk_period * $clk_io_pct] -clock clk0 $non_clock_inputs
set_output_delay [expr $clk_period * $clk_io_pct] -clock clk0 [all_outputs]
```
`/design/flow/design.v`:
```
module QLM_w4q3(
    input [7:0] x,
    input [7:0] y,
    output [15:0] p
    );
    wire [7:0] x_abs;
    assign x_abs = x ^ {8{x[7]}};
    wire [7:0] k_x0;
    wire zero_x0;
    wire [2:0] k_x0_enc;
    LOD8 lod_x0(
        .data_i(x_abs),
        .zero_o(zero_x0),
        .data_o(k_x0),
        .data_enc(k_x0_enc));
    wire [2:0] x_shift;
    LBarrel Lshift_x0(
        .data_i(x_abs),
        .shift_i(k_x0),
        .data_o(x_shift));
    wire [7:0] y_abs;
    assign y_abs = y ^ {8{y[7]}};
    wire [7:0] k_y0;
    wire zero_y0;
    wire [2:0] k_y0_enc;
    LOD8 lod_y0(
        .data_i(y_abs),
        .zero_o(zero_y0),
        .data_o(k_y0),
        .data_enc(k_y0_enc));
    wire [2:0] y_shift;
    LBarrel Lshift_y0(
        .data_i(y_abs),
        .shift_i(k_y0),
        .data_o(y_shift));
    wire [6:0] x_log;
    wire [6:0] y_log;
    wire [6:0] p_log;
    assign x_log = {1'b0,k_x0_enc,x_shift};
    assign y_log = {1'b0,k_y0_enc,y_shift};
    assign p_log = x_log + y_log;
    wire [11:0] p_l1b;
    wire [3:0] l1_input;
    assign l1_input = {1'b1,p_log[2:0]};
    L1Barrel L1shift_plog(
        .data_i(l1_input),
        .shift_i(p_log[5:3]),
        .data_o(p_l1b));
    wire [4:0] p_low;
    wire not_k_l5 = ~p_log[6];
    assign p_low = p_l1b[7:3] & {4{not_k_l5}};
    wire [3:0] p_med;
    assign p_med = p_log[6] ? p_l1b[3:0] : p_l1b[10:8];
    wire [6:0] p_high;
    assign p_high = p_l1b[10:4] & {7{p_log[6]}};
    wire [15:0] PP_abs;
    assign PP_abs = {p_high,p_med,p_low};
    wire p_sign;
    wire [15:0] PP_temp;
    assign p_sign = x[7] ^ y[7];
    assign PP_temp = PP_abs ^ {16{p_sign}};
    wire notZeroA, notZeroB, notZeroD;
    assign notZeroA = ~zero_x0 ;
    assign notZeroB = ~zero_y0 ;
    assign notZeroD = notZeroA & notZeroB;
    assign p = notZeroD? PP_temp : 16'b0;
endmodule
module LOD8(
    input [7:0] data_i,
    output zero_o,
    output [7:0] data_o,
    output [2:0] data_enc
    );
    wire [7:0] z;
    wire [1:0] zdet;
    wire [1:0] select;
    assign zdet[1] = |(data_i[7:4]) ;
    assign zdet[0] = |(data_i[3]);
    assign zero_o = ~( zdet[1] | zdet[0]);
    LOD4 lod2_1 (
        .data_i(data_i[7:4]), 
        .data_o(z[7:4])
        );
    assign z[3] = data_i[3];
    LOD2 Middle(
        .data_i(zdet), 
        .data_o(select)       
    );
	wire [7:0] tmp_out;
	Muxes2in1Array4 Inst_MUX214_1 (
        .data_i(z[7:4]), 
        .select_i(select[1]), 
        .data_o(tmp_out[7:4])
    );
    assign tmp_out[3] = select[0] & z[3];
    assign tmp_out[2:0] = 3'b0;
    wire [2:0] low_enc; 
    assign low_enc = tmp_out[3:1] | tmp_out[7:5];
    assign data_enc[2] = select[1];
    assign data_enc[1] = low_enc[2] | low_enc[1];
    assign data_enc[0] = low_enc[2] | low_enc[0];
    assign data_o = tmp_out;
endmodule
module LOD4(
    input [3:0] data_i,
    output [3:0] data_o
    );
    wire mux0;
    wire mux1;
    wire mux2;
    assign mux2 = (data_i[3]==1) ? 1'b0 : 1'b1;
    assign mux1 = (data_i[2]==1) ? 1'b0 : mux2;
    assign mux0 = (data_i[1]==1) ? 1'b0 : mux1;
    assign data_o[3] = data_i[3];
    assign data_o[2] =(mux2 & data_i[2]);
    assign data_o[1] =(mux1 & data_i[1]);
    assign data_o[0] =(mux0 & data_i[0]);
endmodule
module LOD2(
    input [1:0] data_i,
    output [1:0] data_o
    );
    assign data_o[1] = data_i[1];
    assign data_o[0] = ~data_i[1] & data_i[0];
endmodule
module Muxes2in1Array4(
    input [3:0] data_i,
    input select_i,
    output [3:0] data_o
    );
	assign data_o[3] = select_i ? data_i[3] : 1'b0;
	assign data_o[2] = select_i ? data_i[2] : 1'b0;
	assign data_o[1] = select_i ? data_i[1] : 1'b0;
	assign data_o[0] = select_i ? data_i[0] : 1'b0;
endmodule
module Muxes2in1Array2(
    input [1:0] data_i,
    input select_i,
    output [1:0] data_o
    );
	assign data_o[1] = select_i ? data_i[1] : 1'b0;
	assign data_o[0] = select_i ? data_i[0] : 1'b0;
endmodule
module LBarrel(
    input  [7:0] data_i,
    input  [7:0] shift_i,
    output [2:0] data_o);
    assign data_o[2] = |(data_i[5:3] & shift_i[6:4]);
    assign data_o[1] = |(data_i[4:3] & shift_i[6:5]);
    assign data_o[0] = |(data_i[3] & shift_i[6]);
endmodule
module L1Barrel(
    input [3:0] data_i,
    input [2:0] shift_i,
    output reg [11:0] data_o);
    always @*
        case (shift_i)
           4'b0000: data_o = data_i;
           4'b0001: data_o = data_i << 1;
           4'b0010: data_o = data_i << 2;
           4'b0011: data_o = data_i << 3;
           4'b0100: data_o = data_i << 4;
           4'b0101: data_o = data_i << 5;
           4'b0110: data_o = data_i << 6;
           default: data_o = data_i << 7;
        endcase
endmodule
module mult_top(
    input clk,
    input  [15:0] x,
    input  [15:0] y,
    output reg [31:0] p_out
    );
    wire [31:0] P_vec;
    reg [15:0] X_vec;
    reg [15:0] Y_vec;
    QLM_w4q3 mult(X_vec,Y_vec,P_vec); 
    always @(posedge clk) 
    begin
        p_out = P_vec;
        X_vec = x;
        Y_vec = y;
    end
endmodule 
```
`/design/flow/run.sh`:
```
#!/bin/bash
# OpenROAD 26Q1-2900-gdf79404cd8, Yosys 0.63+post, stock flow scripts
make -C /OpenROAD-flow-scripts/flow DESIGN_CONFIG=/design/flow/config.mk WORK_HOME=/design/flow/orfs finish
```
==> run_summary.xml <==
<?xml version="1.0" encoding="UTF-8"?>
<metrics>
  <group name="die">
    <metric name="dieHeight" unit="um">106</metric>
    <metric name="floorplan.die_area" unit="mm2">0.0112</metric>
    <metric name="floorplan.initialDensity" unit="%">28.3</metric>
    <metric name="rows" unit="">31</metric>
    <metric name="core_region" unit="mm2">0.00721</metric>
    <metric name="io-pin-count" unit="">65</metric>
    <metric name="die_w" unit="um">106</metric>
  </group>
  <group name="clock_network">
    <metric name="tritoncts_clock_tree" unit="">done</metric>
    <metric name="cts.sink_count" unit="">26</metric>
    <metric name="clock_path_buffers" unit="">2</metric>
    <metric name="cts_root_buffer" unit="">sky130_fd_sc_hd__clkbuf_8</metric>
    <metric name="post_cts_resize_count" unit="">0</metric>
    <metric name="cts_max_level" unit="">1</metric>
    <metric name="setup_bufs_post_cts" unit="">0</metric>
    <metric name="clk_latency" unit="ns">0.27</metric>
    <metric name="hold_buffers" unit="">0</metric>
    <metric name="numCtsBuffers" unit="">3</metric>
    <metric name="worst_setup_hold_path_clk_slew" unit="ns">0.09</metric>
  </group>
  <group name="drt">
    <metric name="via_count" unit="">1674</metric>
    <metric name="dr_pass1_iterations" unit="">4</metric>
    <metric name="finalWirelength" unit="um">4380</metric>
    <metric name="drt_iter0_drc" unit="">105</metric>
    <metric name="vias_per_inst" unit="">4.68</metric>
    <metric name="drcViolationCount" unit="">0</metric>
    <metric name="routedWlPerCell" unit="um">12.2</metric>
    <metric name="diodes_inserted" unit="">0</metric>
    <metric name="final_antenna_net_count" unit="">0</metric>
  </group>
  <group name="final_timing">
    <metric name="max-slew-margin-rel" unit="%">59.0</metric>
    <metric name="tightest_slew" unit="ns">0.614</metric>
    <metric name="final_number_of_hold_violating_endpoints" unit="">0</metric>
    <metric name="finalWorstSetupSlack" unit="ns">1.91</metric>
    <metric name="final.setup.tns" unit="ns">0</metric>
    <metric name="worst_hold_slack" unit="ns">0.882</metric>
    <metric name="max_clock_freq" unit="GHz">0.279</metric>
    <metric name="post-route-min-period" unit="ns">3.59</metric>
    <metric name="rsz_0062_raised_after_global_routing" unit="">no</metric>
    <metric name="final_min_period_over_clock_period" unit="%">65.2</metric>
    <metric name="finalMaxSlewViolations" unit="">0</metric>
    <metric name="fin_worst_skew" unit="ns">0.00386</metric>
    <metric name="setup_violating_endpoint_count_in_the_final_report" unit="">0</metric>
  </group>
  <group name="critical_path">
    <metric name="r2r.worst_path.cells" unit="">12</metric>
    <metric name="worst-endpoint-required" unit="ns">5.70</metric>
    <metric name="worstPathCellList" unit="">nor4_1 &gt; nor2_1 &gt; mux2i_1 &gt; xnor2_1 &gt; ha_1 &gt; o21a_1 &gt; o21a_2 &gt; a21oi_4 &gt; nor4_1 &gt; nand3_1 &gt; a21boi_0 &gt; mux2i_1</metric>
    <metric name="timing.critical_path.arrival" unit="ns">3.79</metric>
    <metric name="worst-setup-path-type" unit="">flip-flop to flip-flop</metric>
    <metric name="critPathMaxStageDelay" unit="ns">0.72</metric>
    <metric name="slowest_stage" unit="">sky130_fd_sc_hd__dfxtp_1</metric>
    <metric name="critical_path.max_fanout" unit="">17</metric>
    <metric name="endpoint_kind" unit="">flip-flop</metric>
    <metric name="startpoint_type" unit="">flip-flop</metric>
  </group>
  <group name="pwr">
    <metric name="worst_ir_drop_vdd" unit="V">0.000167</metric>
    <metric name="pwr_density_cell" unit="mW/mm2">314</metric>
    <metric name="leakagePower" unit="nW">0.886</metric>
  </group>
  <group name="global_routing">
    <metric name="maximum_number_of_pins_on_one_net_before_global_route_repair" unit="">18</metric>
    <metric name="gr-usage-all-layers" unit="%">7.54</metric>
    <metric name="global_route_wire_length_before_repair" unit="um">7380</metric>
    <metric name="grt_overflow_total" unit="">0</metric>
    <metric name="number_of_global_route_vias_before_repair" unit="">1499</metric>
    <metric name="grt_antenna_before_repair" unit="">0</metric>
  </group>
  <group name="status">
    <metric name="status" unit="">completed</metric>
  </group>
  <group name="layout">
    <metric name="logic_area" unit="mm2">0.00135</metric>
    <metric name="area_growth_synth_to_finish" unit="%">15.3</metric>
    <metric name="fill_cells" unit="">764</metric>
    <metric name="layout-drive-gt1-share" unit="%">6.95</metric>
    <metric name="final_core_util" unit="%">32.6</metric>
    <metric name="seqCellArea" unit="um2">520</metric>
  </group>
  <group name="synthesis">
    <metric name="synth.top_cells.by_area" unit="">sky130_fd_sc_hd__dfxtp_1, sky130_fd_sc_hd__buf_4, sky130_fd_sc_hd__mux2i_1</metric>
    <metric name="synthFlopType" unit="">sky130_fd_sc_hd__dfxtp_1</metric>
    <metric name="enable_flop_cells" unit="">0</metric>
    <metric name="synthCells" unit="">247</metric>
    <metric name="ys_cells" unit="">247</metric>
    <metric name="top_area_share" unit="%">25.5</metric>
    <metric name="synthesis.area_per_instance" unit="um2">8.26</metric>
    <metric name="synth-seq-area-share" unit="%">25.5</metric>
    <metric name="ys_types" unit="">59</metric>
    <metric name="numSynthFlops" unit="">26</metric>
    <metric name="ys_chip_area" unit="mm2">0.00204</metric>
    <metric name="async_flop_share" unit="%">0</metric>
    <metric name="synth_area" unit="mm2">0.00204</metric>
    <metric name="count_of_yosys_warnings_during_synthesis" unit="">5</metric>
    <metric name="netlist.top_cell.by_area" unit="">sky130_fd_sc_hd__dfxtp_1</metric>
  </group>
  <group name="placed_design">
    <metric name="port_buffers" unit="">26</metric>
    <metric name="post-dp-hpwl" unit="um">3490</metric>
    <metric name="detailedPlace.worstSlack" unit="ns">1.97</metric>
    <metric name="gpl.final_weighted_congestion" unit="">0.927</metric>
  </group>
  <group name="min_path">
    <metric name="holdPathStages" unit="">3</metric>
    <metric name="path_category_of_the_worst_min_delay_check" unit="">flip-flop to flip-flop</metric>
  </group>
  <group name="run">
    <metric name="drv_cap" unit="">0</metric>
    <metric name="tool_warnings" unit="">47</metric>
  </group>
</metrics>
[layout make-up]
cell class / instances / share of cell area (%)
timing repair buffer: 26 / 11.1
clock inverter: 1 / 1.28
clock buffer: 3 / 1.75
sequential: 26 / 22.1
inverter: 7 / 1.12
multi-input combinational: 196 / 57.4
tap: 99 / 5.26
[synthesized netlist by cell type, types with 4 or more instances]
master and number:
sky130_fd_sc_hd__ha_1 6, sky130_fd_sc_hd__o21ai_0 11, sky130_fd_sc_hd__o21ai_1 5, sky130_fd_sc_hd__a21oi_1 12
sky130_fd_sc_hd__nor2_1 14, sky130_fd_sc_hd__xnor2_1 7, sky130_fd_sc_hd__buf_4 18, sky130_fd_sc_hd__mux2i_1 12
sky130_fd_sc_hd__nand3_1 5, sky130_fd_sc_hd__xor2_1 4, sky130_fd_sc_hd__dfxtp_1 26, sky130_fd_sc_hd__nand2b_1 9
sky130_fd_sc_hd__o211ai_1 5, sky130_fd_sc_hd__inv_1 7, sky130_fd_sc_hd__o22ai_1 4, sky130_fd_sc_hd__o31ai_1 5
sky130_fd_sc_hd__nor3_1 7, sky130_fd_sc_hd__buf_2 6, sky130_fd_sc_hd__clkbuf_1 9, sky130_fd_sc_hd__nand2_1 11
[per-stage QoR]
stage | total power [mW] | cell area (um2) | std cells
floorplan | 0.479 | 2100 | 262
global placement | 0.589 | 2280 | 354
detailed placement | 0.588 | 2280 | 354
CTS | 0.747 | 2350 | 358
global route | 0.799 | 2350 | 358
finish | 0.738 | 2350 | 358
[layout by cell type, fill, tap and decap left out, types with 4 or more instances in the layout]
cell type / n
sky130_fd_sc_hd__nor2_1: 14
sky130_fd_sc_hd__mux2i_1: 12
sky130_fd_sc_hd__o21ai_1: 5
sky130_fd_sc_hd__clkdlybuf4s50_1: 26
sky130_fd_sc_hd__nand2_1: 11
sky130_fd_sc_hd__o31ai_1: 5
sky130_fd_sc_hd__o22ai_1: 4
sky130_fd_sc_hd__ha_1: 6
sky130_fd_sc_hd__dfxtp_1: 26
sky130_fd_sc_hd__nand2b_1: 9
sky130_fd_sc_hd__o211ai_1: 5
sky130_fd_sc_hd__xnor2_1: 7
sky130_fd_sc_hd__conb_1: 16
sky130_fd_sc_hd__nor3_1: 7
sky130_fd_sc_hd__xor2_1: 4
sky130_fd_sc_hd__inv_1: 7
sky130_fd_sc_hd__o21ai_0: 11
sky130_fd_sc_hd__nand3_1: 5
sky130_fd_sc_hd__a21oi_1: 12
[per-layer routing]
layer	up-vias	global-route usage (%)	wire length (um)
met1	733	11.0	2140
met5	-	0	0
met3	2	2.02	279
met2	43	11.4	1930
met4	0	0.484	28
li1	896	-	-
[logic make-up after synthesis]
kind of cell	Yosys count	share of synthesized area, %
multiplexers	12	5.89
other	1	0.184
AND/OR/NAND/NOR	75	20.9
flip-flops	26	25.5
AND-OR/OR-AND	75	27.1
buffers and inverters	40	11.0
XOR/XNOR	11	4.72
adder cells (fa/ha/maj)	7	4.66
[state kept, by name, summed over array words and instances, names as in the netlist]
signal,flops
p_out,16
X_vec,5
Y_vec,5
[critical path: cells and delay by family, from the launching register on]
family | cells | cell delay [ns]
xor+xnor | 1 | 0.09
mux | 2 | 0.46
flops | 1 | 0.72
fa+ha+maj | 1 | 0.47
simple gates | 4 | 0.95
compound gates | 4 | 0.84
[power by group]
part | leakage, nW | switching [mW] | internal [mW]
Sequential | 0.219 | 0.0170 | 0.225
Combinational | 0.631 | 0.170 | 0.172
Clock | 0.0357 | 0.0574 | 0.0973
[final timing paths]
check	startpoint	end	slack, ns
worst max register to register	X_vec[7]$_DFF_P_	p_out[3]$_SDFF_PN0_	1.91
worst max-delay path	X_vec[7]$_DFF_P_	p_out[3]$_SDFF_PN0_	1.91
worst min-delay path	X_vec[3]$_DFF_P_	p_out[15]$_SDFF_PN0_	0.88
worst min register to register	X_vec[3]$_DFF_P_	p_out[15]$_SDFF_PN0_	0.88
Power and IR drop assume default switching activity.
